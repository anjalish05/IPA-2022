==> ./config.mk <==
export PLATFORM = sky130hd
export DESIGN_NAME = and_64bit
export DESIGN_NICKNAME = and_64bit
export VERILOG_FILES = /design/flow/design.v
export SDC_FILE = /design/flow/constraint.sdc
export NUM_CORES = 4
export LEC_CHECK = 1
export CORE_AREA = 10 10 82 82
export DIE_AREA = 0 0 92 92
==> ./constraint.sdc <==
current_design and_64bit

set clk_period 1.0
set clk_io_pct 0.2

create_clock -name clk0 -period $clk_period

set non_clock_inputs [all_inputs -no_clocks]
set_input_delay [expr $clk_period * $clk_io_pct] -clock clk0 $non_clock_inputs
set_output_delay [expr $clk_period * $clk_io_pct] -clock clk0 [all_outputs]
==> ./design.v <==
`timescale 1ns/1ps
module and_1bit(a, b, out);
input a ,b ;
output reg out;
always @(a or b ) begin
	if (a == 1'b1) begin
		if(b == 1'b1)
			out = 1'b1;
		else
			out = 1'b0;
	end
	else
		out = 1'b0;
end
endmodule
`timescale  1ns/1ps
module and_64bit(
	input signed [63:0]a,
	input signed [63:0]b,
	output signed [63:0] out
);
genvar i;
generate for(i = 0; i<64;i=i+1)
begin
	and_1bit g1(a[i],b[i],out[i]);
end
endgenerate
endmodule
==> ./run.sh <==
#!/bin/bash
# OpenROAD 26Q1-2900-gdf79404cd8, Yosys 0.63+post, stock flow scripts
make -C /OpenROAD-flow-scripts/flow DESIGN_CONFIG=/design/flow/config.mk WORK_HOME=/design/flow/orfs finish
==> Slide: Implementation Results <==
Physical Implementation Snapshot

Synthesis
  – Post-Syn Area: 880.8 sq um
  – Synthesized instance count: 128
  – MUX share of area: 0
  – Ys Warns: 1
  – Max-area cell share: 0.5455
  – Yosys chip area: 880.8 sq um
  – Synth area leader: buf_4
  – Avg Cell Area, Syn: 6.882 sq um
  – Compound Share, Synth: 0
  – Adder-cell share of the synthesized area: 0
  – Post-synth top cells: and2_1, buf_4
  – Yosys xor share: 0
  – Cell variety after synth: 2
  – Yosys cell count: 128
  – Seq share, synth: 0
  – Post-synth area hogs: buf_4, and2_1
  – Basic Gates by Area: 0.4545
  – Comb area leader: buffers and inverters

Route
  – Drt via density: 3.429
  – DR iter-0 viols: 5
  – Post-Route WL: 4.759 mm
  – DRT Pass-1 Iters: 4
  – Antenna fix cells: 0
  – Wirelength per Cell: 14.60 microns
  – Routed vias: 1118
  – Drt drc: 0
  – Antenna-violating nets left: 0

Critical path
  – Crit path largest cell delay: 0.23 ns
  – CP max-delay cell: dlygate4sd2_1
  – Worst EP required: 0.80 ns
  – Crit Path Category: in2out
  – Crit-path cells: dlygate4sd2_1 -> and2_1 -> buf_2
  – Worst-path fanout max: 1
  – Delay-heaviest family, CP: buffers and inverters
  – Critical Path Sink Type: output port
  – Arrival time of the worst setup path: 0.69 ns
  – CP Launch Type: input pin
  – Worst Path Buf+Inv: 2

STA
  – Fin crit share: 0.8874
  – RSZ-0062 raised after global routing: false
  – Worst-margin pin slew: 0.06111 ns
  – Tmin final: 0.8874 ns
  – Final hold slack: 0.7642 ns
  – Fin. max-slew vios: 0
  – Hold Violations, Final: 0
  – Final setup fails: 0
  – Fmax: 1127 MHz
  – Max-slew headroom: 0.9593

Job
  – Tool warnings: 32
  – # Max-Cap Violations: 0

Global route
  – Vias in the first global route: 1204
  – Largest net degree at the start of global routing: 2
  – Initial antenna violation count: 0
  – Global-route wire length before repair: 6.886 mm
  – Global Route Usage Sum: 0.1022
  – GRT overflow: 0

Place
  – Hpwl dp: 4.677 mm
  – Final GP Congestion: 0.8540
  – Post-place instance area: 2410 sq um
  – I/O Buffers: 192
  – DP Cell Count: 326

Die
  – Die Size: 8464 sq um
  – Die width: 92 microns
  – Initial core utilization: 0.1736
  – Num rows: 26
  – Io pins: 192
  – Die height: 92 microns
  – Total core area: 5075 sq um

Layout
  – Post-route design area: 1947 sq um
  – FILL cells: 624
  – Area grow syn2layout: 121.0%
  – # clk buffers: 0
  – Finished Layout Cells: 326
  – Storage cell area: 0 sq um
  – FFs & Latches: 0
  – Layout cells sized above 1: 0.2578

Clock tree
  – CTS Hold Bufs: 0
  – Post-CTS Setup Inserts: 0

Power and ir drop
  – Pleak: 0.001156 uW
  – Worst VDD drop: 93.16 uV
  – PD cells: 258.1 nW/um^2

Run status
  – Outcome: completed

Worst hold path
  – Worst hold path type: in2out
==> power by group <==
group | switching, uW | total (uW) | internal [uW]
sequential | 0 | 0 | 0
combinational | 98.9 | 502 | 404
clock | 0 | 0 | 0
==> placed cells by master, fill, tap and decap left out <==
master / n
buf_6: 2
dlygate4sd2_1: 128
and2_1: 62
buf_2: 62
and2_4: 2
==> layer usage <==
| metal | global-route usage | share of wire | vias to the layer above |
|---|---|---|---|
| met5 | 0 | 0 | - |
| met4 | 0 | 0 | 0 |
| met3 | 0.05766 | 0.15 | 0 |
| met2 | 0.1947 | 0.52 | 100 |
| met1 | 0.09907 | 0.33 | 442 |
| li1 | - | - | 576 |
==> cell type report <==
cell class                 count  area, sq um  share of cell area
timing repair buffer         192         1454              0.7468
tap                           70        87.58             0.04499
multi-input combinational     64        405.4              0.2082
==> metrics by stage <==
| stage | total power (uW) | setup TNS [ns] | util | setup slack, ns |
|---|---|---|---|---|
| 2_1_floorplan | 240.6 | 0 | - | 0.3597 |
| 3_5_place_dp | 815.0 | -27.87 | 0.4749 | -0.4665 |
| 4_1_cts | 518.2 | 0 | 0.3836 | 0.1069 |
| 6_report | 502.5 | 0 | 0.3836 | 0.1126 |
| 3_3_place_gp | 810.6 | -27.72 | 0.4749 | -0.4673 |
| 5_1_grt | 565.3 | 0 | 0.3836 | 0.08174 |
==> what timing repair did <==
| action | 4_1_cts | 5_1_grt |
|---|---|---|
| endpoints found under the hold margin | 0 | 0 |
| endpoints found under the setup margin | 64 | 0 |
| resized | 327 | 0 |
==> logic make-up (layout without fill, tap and decap cells) <==
| group | Yosys count | count (layout) |
|---|---|---|
| buf+inv | 64 | 192 |
| simple gates | 64 | 64 |
==> path summary, 6_finish.rpt <==
kind	start	cells past startpoint	slack, ns	end
worst max-delay path	b[50]	3	0.11	out[50]
worst min-delay path	a[38]	3	0.76	out[38]
Power figures rest on the tool's default switching activity, not on a simulated workload.
