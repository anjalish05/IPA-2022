`/design/flow/run.sh`:
```
#!/bin/bash
# OpenROAD 26Q1-2900-gdf79404cd8, Yosys 0.63+post, stock flow scripts
make -C /OpenROAD-flow-scripts/flow DESIGN_CONFIG=/design/flow/config.mk WORK_HOME=/design/flow/orfs finish
```
`/design/flow/config.mk`:
```
export PLATFORM = sky130hd
export DESIGN_NAME = not_64bit
export DESIGN_NICKNAME = not_64bit
export VERILOG_FILES = /design/flow/design.v
export SDC_FILE = /design/flow/constraint.sdc
export NUM_CORES = 4
export LEC_CHECK = 1
export CORE_AREA = 10 10 70 70
export DIE_AREA = 0 0 80 80
```
`/design/flow/constraint.sdc`:
```
current_design not_64bit

set clk_period 1.0
set clk_io_pct 0.2

create_clock -name clk0 -period $clk_period

set non_clock_inputs [all_inputs -no_clocks]
set_input_delay [expr $clk_period * $clk_io_pct] -clock clk0 $non_clock_inputs
set_output_delay [expr $clk_period * $clk_io_pct] -clock clk0 [all_outputs]
```
`/design/flow/design.v`:
```
`timescale 1ns / 1ps
module not_1bit (
    input a,
    output no
);
reg no;
always @(a) begin
    if (a == 1'b0)
    begin
        no = 1'b1;
    end
    else if (a == 1'b1)
    begin
        no = 1'b0;
    end
end
endmodule
`timescale 1ns / 1ps
module not_64bit (
    input signed [63:0]a,
    output signed [63:0]out
);
genvar i;
generate for(i = 0; i < 64; i = i + 1)
begin
    not_1bit g1(a[i], out[i]);
end
endgenerate
endmodule
```
==> results.sh <==
# flow metrics
export IMPL_status="complete, no violations"
export IMPL_dr_first_iter_drc_count=8
export IMPL_via_per_inst=3.02
export IMPL_holdWs_ns=0.614
export IMPL_setup_viol=0
export IMPL_yosysTopAreaCellShare_pct=66.7
export IMPL_leakagePower_nw=1.18
export IMPL_routed_wirelength_mm=2.90
export IMPL_area_growth_pct=93.4
export IMPL_worstMarginPinSlew_ns=0.0630
export IMPL_max_cap_violations=0
export IMPL_seq_cells=0
export IMPL_p_int_w=0.000275
export IMPL_vdd_drop_max_mv=0.0979
export IMPL_gp_congestion=0.783
export IMPL_drc_errors=0
export IMPL_common_cells="buf_4 (64), inv_1 (64)"
export IMPL_antenna_found_initial=0
export IMPL_combPwrFrac_pct=100.0
export IMPL_initial_core_util_pct=21.1
export IMPL_syn_area_per_cell_sq_um=5.63
export IMPL_dpl_hpwl_mm=2.81
export IMPL_clock_fmax_mhz=1010
export IMPL_die_w_microns=80
export IMPL_clkPwrFrac_pct=0
export IMPL_syn_cell_area_sq_um=721
export IMPL_critPathArrivalTime_ns=0.79
export IMPL_grt_overflow=0
export IMPL_ys_warn_count=1
export IMPL_grt_met2_usage_pct=14.8
export IMPL_antenna_left=0
export IMPL_post_cts_buffers=0
export IMPL_num_antenna_cells=0
export IMPL_hold_viol=0
export IMPL_final_period_utilization_pct=98.6
export IMPL_die_h_microns=80
export IMPL_top_area_cell="buf_4"
export IMPL_routedWlPerCell_microns=12.2
export IMPL_port_buffer_count=128
export IMPL_ys_types=2
export IMPL_io_pins=128
export IMPL_seq_area_sq_um=0
export IMPL_top_cells_by_area="buf_4 (67%), inv_1 (33%)"
export IMPL_fp_row_count=21
export IMPL_dpl_worst_slack_ns=-0.334
export IMPL_end_kind="output pin"
export IMPL_swShare_pct=22.5
export IMPL_busiest_layer="met2"
export IMPL_grt_pass1_wl_mm=4.00
export IMPL_critPathRequiredTime_ns=0.80
export IMPL_p_sw_w=0.0000800
export IMPL_nMultiInputCombCells=0
export IMPL_logic_area_sq_um=0
export IMPL_die_area_sq_um=6400
export IMPL_grt_max_degree=2
export IMPL_n_fill_cell=388
export IMPL_via_count=718
export IMPL_seqPwrFrac_pct=0
export IMPL_slew_limit_headroom_pct=95.8
export IMPL_grtUsageMet1_pct=7.51
export IMPL_crit_fanout=1
export IMPL_firstDrtPassIters=2
export IMPL_yosys_cells=128
export IMPL_fin_ws_ns=0.0142
export IMPL_hp_class="in -> out"
export IMPL_synth_cells=128
export IMPL_grt_use_total_pct=7.78
export IMPL_layout_drive_gt1_share_pct=20.3
export IMPL_grt_pass1_vias=719
export IMPL_slew_viol_final=0
export IMPL_period_needed_ns=0.986
export IMPL_cp_start_kind="primary input"
export IMPL_ys_seq_share_pct=0
export IMPL_warnings=33
export IMPL_core_area_sq_um=3420
export IMPL_use_met3_pct=4.32
export IMPL_power_density_nw_per_um2=255
export IMPL_yosys_area_sq_um=721
export IMPL_path_class="in -> out"
export IMPL_rsz0062_at_grt="no"
export IMPL_nClkBuffers=0
[worst max-delay path, cell delays in order]
cell	delay, ns
clkdlybuf4s50_1	0.45
inv_1	0.03
buf_2	0.10
[power groups by stage]
| stage | Combinational [W] | Sequential (W) | Clock, W |
|---|---|---|---|
| after CTS | 0.000388 | 0 | 0 |
| after global routing | 0.000402 | 0 | 0 |
| final | 0.000355 | 0 | 0 |
[metrics by stage]
stage               util (%)  instance area [sq um]  TNS [ns]  total power [W]  cells
floorplan                  -                    721         0         0.000197    128
global placement        46.2                   1580    -19.91         0.000538    238
global route            40.8                   1390         0         0.000402    238
finish                  40.8                   1390         0         0.000355    238
CTS                     38.8                   1330   -0.0756         0.000388    238
detailed placement      46.2                   1580    -20.01         0.000539    238
[final cells by class]
class	count	share of cell area, %
Timing Repair Buffer	128	78.6
Inverter	64	17.2
Tap cell	46	4.13
[layer usage]
metal / vias to the layer above / wire length (microns)
met5: - / 0
met4: 0 / 0
met3: 0 / 448
met2: 56 / 1540
met1: 278 / 914
li1: 384 / -
[timing repair]
| item | CTS | global route |
|---|---|---|
| setup endpoints to repair | 64 | 29 |
| endpoints found under the hold margin | 0 | 0 |
| resized | 168 | 30 |
| hold buffers | 0 | 0 |
[layout by cell type (no fill, tap or decap), drive strengths merged]
cell	netlist	routed
buf	64	38
dlygate4sd2	0	50
clkbuf	0	1
dlymetal6s2s	0	29
clkdlybuf4s50	0	10
inv	64	64
[path summary, 6_finish.rpt]
path | startpoint | to | slack (ns) | cells after the start
worst max-delay path | a[36] | out[36] | 0.01 | 3
worst min-delay path | a[1] | out[1] | 0.61 | 3
[kinds of logic (layout without fill, tap and decap cells)]
logic type  Yosys count  in the layout  synth area share, %
buf+inv             128            192                  100
Power is estimated from default activity; no workload was simulated.
